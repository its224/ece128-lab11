File: ./config.mk
export PLATFORM = sky130hd
export DESIGN_NAME = Multiplier_top
export DESIGN_NICKNAME = Multiplier_top
export VERILOG_FILES = /design/flow/design.v
export SDC_FILE = /design/flow/constraint.sdc
export NUM_CORES = 4
export LEC_CHECK = 1
export CORE_UTILIZATION = 30
File: ./constraint.sdc
current_design Multiplier_top

set clk_period 6.7
set clk_io_pct 0.2

create_clock -name clk0 -period $clk_period [get_ports {clk}]

set non_clock_inputs [all_inputs -no_clocks]
set_input_delay [expr $clk_period * $clk_io_pct] -clock clk0 $non_clock_inputs
set_output_delay [expr $clk_period * $clk_io_pct] -clock clk0 [all_outputs]
File: ./design.v
`timescale 1ns / 1ps
module Multiplier_top(clk,rst,adr1_r,adr2_r,adr_ram,result,st_out);
input clk, rst;
input [2:0] adr1_r;
input [2:0] adr2_r;
input [2:0] adr_ram;
output [7:0] result;
output [2:0] st_out;
wire [2:0] adr;
wire [3:0] d;
wire w_rf, w_ram;
wire DA,SA,SB;
wire [3:0]ABus, BBus;
wire [7:0]product;
rom uut1 (d, adr);
cu uut4(clk, rst, adr1_r, adr2_r, w_rf, adr, DA, SA, SB, st_out, w_ram);
RF uut5(ABus, BBus, SA, SB, d, DA, w_rf, rst, clk);
multiplier uut2(product, ABus, BBus);
ram uut3(clk, rst, w_ram, adr_ram, product, result);
endmodule
`timescale 1ns / 1ps
module RF(A, B, SA, SB, D, DA, W, rst, clk);
	output [3:0]A;  
	output [3:0]B;  
	input SA;  
	input SB;  
	input [3:0]D;  
	input DA;  
	input W;  
	input rst;  
	input clk;
	wire [1:0]load_enable;
	wire [3:0]R00, R01;
	Decoder1to2 decoder (load_enable, DA, W);
	RegisterNbit reg00 (D,R00,load_enable[0], rst, clk);  
	RegisterNbit reg01 (D,R01,load_enable[1], rst, clk);
	Mux2to1Nbit muxA (A,R00, R01, SA);
	Mux2to1Nbit muxB (B,R00, R01,SB); 
endmodule
module RegisterNbit(D, Q,  L, R, clock);
	parameter N = 4;  
	output reg [N-1:0]Q;  
	input [N-1:0]D;  
	input L;  
	input R;  
	input clock;  
	always @(posedge clock or posedge R) begin
		if(R)
			Q <= 0;
		else if(L)
			Q <= D;
		else
			Q <= Q;
	end
endmodule
module Decoder1to2(m, S, en);
	input S;  
	input en;  
	output [1:0]m;  
	assign m[0] = ~S&en;
	assign m[1] = S&en;
endmodule
module Mux2to1Nbit(o, i1,i2, s);
   input [3:0] i1,i2;
   input  s;
   output reg  [3:0] o;
always @(s or i1 or i2)
begin
   case (s)
      1'b0 : o = i1;
      1'b1 : o = i2;
      default : o = 4'b0;
   endcase
end
endmodule
`timescale 1ns / 1ps
module cu ( 
input clk, reset,
  input [2:0] adr1,
  input [2:0] adr2,
  output reg w_rf,
  output reg [2:0] adr,
  output reg DA,SA,SB,
  output reg [3:0] st_out,
  output reg w_ram
);
parameter S0_idle = 0 , S1_send_adr1 = 1 , S2_send_adr2 = 2 ,S3_multiply = 3 ,S4_write_ram = 4,S5_read_ram=5 ;
reg [3:0] PS,NS ;
    always@(posedge clk or posedge reset)
        begin
            if(reset)
                PS <= S0_idle;   
            else    
                PS <= NS;
        end  
    always@(*)
        begin 
            case(PS)
				S0_idle:
				begin
				NS = S1_send_adr1;
				w_rf <= 0;
                w_ram <= 0;
                st_out <= 0;
				end
				S1_send_adr1:
				begin	
				w_rf <= 1;
				adr<= adr1;
				DA <=1'b0;
				SA <=1'b0;
				SB <=1'b1;
				st_out <= S1_send_adr1;
				NS = S2_send_adr2;
				end
				S2_send_adr2:
				begin
				w_rf <= 1;
				adr<= adr2;
				NS = S3_multiply;
				DA <=1'b1;
				SA <=1'b0;
				SB <=1'b1;
          	    st_out <= S2_send_adr2;
			    end
		        S3_multiply:
		        begin
				NS = S4_write_ram;
                st_out <= S3_multiply;
				w_ram <= 1;
			    end
                S4_write_ram:
                begin
                st_out <= S4_write_ram;
				NS = S5_read_ram;
				end
		        S5_read_ram: 
		        begin
                w_ram <= 0;
                st_out <= S5_read_ram;
				if(!reset) begin
				    NS = S1_send_adr1;	
				end
				else begin
				    NS = 0;
				end
			end
		endcase
	end
endmodule
`timescale 1ns / 1ps
module FA1(Cout, S, A, B, Cin);
    input A, B, Cin;
    output Cout, S;
    wire S1, C1, C2;
    xor(S1, A, B);
    and(C1, A, B);
    xor(S, S1, Cin);
    and(C2, S1, Cin);
    or(Cout, C1, C2);
endmodule
module Node1(HCout, VCout, A, B, HCin, VCin);
    input A, B, HCin, VCin;
    output HCout, VCout;
    wire W1;
    assign W1 = A&B;
    FA1 fa1(HCout, VCout, W1, VCin, HCin);
endmodule
module multiplier(p, a, b);
    input [3:0] a, b;
    output [7:0] p;
    wire [3:0] sum0, sum1, sum2, sum3, sum4, sum5, sum6;
    wire [3:0] c0, c1, c2, c3, c4, c5, c6;
    Node1 node0(c0[0], sum0[0], a[0], b[0], 0, 0);
    Node1 node1(c1[0], sum1[0], a[1], b[0], c0[0], 0);
    Node1 node2(c2[0], sum2[0], a[2], b[0], c1[0], 0);
    Node1 node3(c3[0], sum3[0], a[3], b[0], c2[0], 0);
    Node1 node4(c1[1], sum1[1], a[0], b[1], 0, sum1[0]);
    Node1 node5(c2[1], sum2[1], a[1], b[1], c1[1], sum2[0]);
    Node1 node6(c3[1], sum3[1], a[2], b[1], c2[1], sum3[0]);
    Node1 node7(c4[1], sum4[1], a[3], b[1], c3[1], c3[0]);
    Node1 node8(c2[2], sum2[2], a[0], b[2], 0, sum2[1]);
    Node1 node9(c3[2], sum3[2], a[1], b[2], c2[2], sum3[1]);
    Node1 node10(c4[2], sum4[2], a[2], b[2], c3[2], sum4[1]);
    Node1 node11(c5[2], sum5[2], a[3], b[2], c4[2], c4[1]);
    Node1 node12(c3[3], sum3[3], a[0], b[3], 0, sum3[2]);
    Node1 node13(c4[3], sum4[3], a[1], b[3], c3[3], sum4[2]);
    Node1 node14(c5[3], sum5[3], a[2], b[3], c4[3], sum5[2]);
    Node1 node15(c6[3], sum6[3], a[3], b[3], c5[3], c5[2]);
    assign p[0] = sum0[0];
    assign p[1] = sum1[1];
    assign p[2] = sum2[2];
    assign p[3] = sum3[3];
    assign p[4] = sum4[3];
    assign p[5] = sum5[3];
    assign p[6] = sum6[3];
    assign p[7] = c6[3];
endmodule
`timescale 1ns / 1ps
module ram(i_clk, i_rst, i_write_en, i_addr, i_write_data, o_read_data);
input i_clk, i_rst, i_write_en;
input [2:0] i_addr;
input [7:0] i_write_data;
output reg [7:0] o_read_data;
reg[7:0] mem[0:7];
integer i;
always @ (posedge i_clk) begin
    if(i_rst) begin
        for(i=0; i<8; i=i+1) begin
            mem[i] <= 0;
        end
    end
    else begin
        if(i_write_en)
            mem[i_addr] <= i_write_data;
        else
            o_read_data <= mem[i_addr];
        end
    end
endmodule
`timescale 1ns / 1ps
module rom (ROM_data, ROM_addr);
output reg [3:0] ROM_data;
input [2:0] ROM_addr;
always @(ROM_addr) begin
	case (ROM_addr)
         3'd0: ROM_data = 4'b0000;
         3'd1: ROM_data = 4'b1100;
         3'd2: ROM_data = 4'b0110;
         3'd3: ROM_data = 4'b0111;
         3'd4: ROM_data = 4'b1000;
         3'd5: ROM_data = 4'b0001;
         3'd6: ROM_data = 4'b1101;
         3'd7: ROM_data = 4'b1110;
    endcase
	end
endmodule	
File: ./run.sh
#!/bin/bash
# OpenROAD 26Q1-2900-gdf79404cd8, Yosys 0.63+post, stock flow scripts
make -C /OpenROAD-flow-scripts/flow DESIGN_CONFIG=/design/flow/config.mk WORK_HOME=/design/flow/orfs finish
==> summary.txt <==
antenna violations before repair = 0
tally of unique sky130hd cells used after synthesis = 42
setup TNS = 0 ns
Resized Gates After CTS = 0
IR drop worst, VDD = 0.147 mV
number of buffers between clock root and the deepest sink = 2
main flop type = sky130_fd_sc_hd__edfxtp_1
Critical Path Fanout Max = 8
standard-cell row count = 43
Min-Delay Endpoint = uut5.reg01.Q[1]
required time of the critical path = 6.79 ns
Worst Max-Slew Pin Slew = 0.779 ns
Final min period = 4.22 ns
post-place setup slack = 2.48 ns
Cell Pwr Density = 224 mW/mm^2
number of hold buffers added after CTS = 0
ratio of routed vias to standard cells = 4.72
share of layout cells above drive strength 1 = 8.58%
Hold Crit Class = reg2reg
Max Clock Freq = 0.237 GHz
FF-to-FF End = uut3.mem[5][6]
critical path start-end classification = reg2reg
Yosys Chip Area = 0.00439 mm^2
post-synthesis instance area = 0.00439 mm^2
Post-CTS Setup Inserts = 0
number of buffers added by the clock tree synthesis step = 9
number of port buffers = 21
total vias in the final route = 2608
# diodes = 0
count of fill cells added during filler insertion = 1368
total track usage = 13.3%
total tool warning count = 28
number of global-route vias before repair = 2718
number of hold-slack violations in the final timing report = 0
yosys cell count = 350
worst rel slew slack = 48.0%
insertion delay of the later-clocked pin in the worst-skew pair = 0.33 ns
Clock Pin Slew Worst Setup and Hold Paths = 0.06 ns
final-report setup violation count = 0
Crit. End Element = flip-flop
maximum capacitance violations = 0
Detailed Routing Iterations Pass 1 = 4
Setup WS post-layout = 2.48 ns
synthesized area divided by synthesized cell count = 12.5 um^2
setup clock skew after layout = 0.00371 ns
count of unclocked register or latch pins = 12
count of flip-flops with a built-in enable after synthesis = 72
DRC violation count after routing = 0
TritonCTS clock tree = done
initial cell density of the core = 31.1%
count of endpoints without a timing constraint = 18
register bit count reported by yosys = 95
Iteration-0 DRC Markers = 121
static power due to leakage = 2.01 nW
post-layout period usage of the worst path = 62.9%
hold depth = 2
largest net degree at the start of global routing = 28
Clock Tree Root = sky130_fd_sc_hd__clkbuf_16
flop2flop setup slack = 2.48 ns
startpoint of the worst hold path = uut5.reg01.Q[1]
Wirelength per Cell = 15.7 um
global placer's final weighted congestion = 0.862
CP Data Arrival Time = 4.30 ns
Total Power = 1.13 mW
routed wire length = 8680 um
vertical extent of the die = 123 um
Syn-to-layout area delta = 14.6%
area enclosed by the die boundary = 0.0151 mm^2
CTS HTree Levels = 3
CP Launch Type = flip-flop
worst reg2reg path startpoint = uut5.reg01.Q[1]
width of the chip = 123 um
overall overflow remaining after global route = 0
detailed placement HPWL = 6070 um
Yosys Warn Count = 14
core area = 0.0141 mm^2
ys async rst share = 11.6%
FF-to-FF path depth = 14
remaining antenna violation count = 0
I/O pins = 22
final number of max-transition violations = 0
global-route wire length before repair = 14200 um
number of standard cells after synthesis = 350
result of the run = finished, final reports clean
RSZ-0062 raised after global routing = false
[logic make-up after synthesis]
kind of cell,share of synthesized area (%)
buffers and inverters,3.22
latches,4.10
XOR/XNOR,0.200
flip-flops,55.5
adder cells (fa/ha/maj),5.93
AND-OR/OR-AND,5.07
AND/OR/NAND/NOR,18.3
multiplexers,7.67
[where the power goes]
group | leakage, nW | switching [mW] | internal (mW) | total, mW
Clock | 0.136 | 0.180 | 0.282 | 0.462
Sequential | 0.973 | 0.00670 | 0.582 | 0.589
Combinational | 0.901 | 0.0446 | 0.0319 | 0.0765
[worst max-delay path, cell delays in order (launching register included)]
cell                      delay, ns
sky130_fd_sc_hd__dfrtp_1       0.41
sky130_fd_sc_hd__and2_1        0.17
sky130_fd_sc_hd__ha_1          0.21
sky130_fd_sc_hd__fa_1          0.37
sky130_fd_sc_hd__inv_1         0.08
sky130_fd_sc_hd__fa_1          0.44
sky130_fd_sc_hd__fa_1          0.42
sky130_fd_sc_hd__fa_1          0.48
sky130_fd_sc_hd__inv_1         0.05
sky130_fd_sc_hd__fa_1          0.38
sky130_fd_sc_hd__inv_1         0.07
sky130_fd_sc_hd__fa_1          0.15
sky130_fd_sc_hd__inv_1         0.04
sky130_fd_sc_hd__fa_1          0.53
sky130_fd_sc_hd__and3_1        0.18
[synth_stat cells, types with 2 or more instances]
| master | number | area share [%] |
|---|---|---|
| sky130_fd_sc_hd__a21oi_1 | 2 | 0.23 |
| sky130_fd_sc_hd__a22o_1 | 3 | 0.60 |
| sky130_fd_sc_hd__a22oi_1 | 7 | 1.2 |
| sky130_fd_sc_hd__and2_1 | 55 | 7.8 |
| sky130_fd_sc_hd__and2b_1 | 2 | 0.34 |
| sky130_fd_sc_hd__and3_1 | 12 | 1.7 |
| sky130_fd_sc_hd__buf_2 | 8 | 0.91 |
| sky130_fd_sc_hd__buf_4 | 2 | 0.34 |
| sky130_fd_sc_hd__buf_6 | 2 | 0.51 |
| sky130_fd_sc_hd__clkbuf_1 | 2 | 0.17 |
| sky130_fd_sc_hd__dfrtp_1 | 11 | 6.3 |
| sky130_fd_sc_hd__dlxtn_1 | 12 | 4.1 |
| sky130_fd_sc_hd__edfxtp_1 | 72 | 49 |
| sky130_fd_sc_hd__fa_1 | 8 | 3.6 |
| sky130_fd_sc_hd__ha_1 | 8 | 2.3 |
| sky130_fd_sc_hd__inv_1 | 13 | 1.1 |
| sky130_fd_sc_hd__mux2_2 | 10 | 2.6 |
| sky130_fd_sc_hd__mux2i_1 | 13 | 3.0 |
| sky130_fd_sc_hd__mux4_2 | 3 | 1.5 |
| sky130_fd_sc_hd__nand2_1 | 29 | 2.5 |
| sky130_fd_sc_hd__nand2b_1 | 4 | 0.57 |
| sky130_fd_sc_hd__nand3_1 | 5 | 0.57 |
| sky130_fd_sc_hd__nor2_1 | 23 | 2.0 |
| sky130_fd_sc_hd__nor2b_1 | 10 | 1.4 |
| sky130_fd_sc_hd__o21ai_0 | 15 | 1.7 |
| sky130_fd_sc_hd__o221ai_1 | 3 | 0.60 |
[metrics by stage]
| step | instance area (um^2) | instances | util (%) | hold slack (ns) |
|---|---|---|---|---|
| floorplan | 4390 | 350 | - | 0.490 |
| global placement | 4760 | 539 | 33.8 | 0.518 |
| detailed placement | 4760 | 539 | 33.8 | 0.537 |
| CTS | 5030 | 553 | 35.7 | 0.549 |
| global route | 5030 | 553 | 35.7 | 0.603 |
| finish | 5030 | 553 | 35.7 | 0.543 |
[routing by layer]
layer	part of all wire, %	vias up	track usage, %
li1	-	1267	-
met3	8.9	12	5.93
met5	0	-	0
met1	42	1239	18.3
met2	47	90	20.6
met4	1.9	0	2.11
[cell usage in the layout, fill, tap and decap left out, types with 4 or more instances in the layout]
| master | count |
|---|---|
| sky130_fd_sc_hd__nor2_1 | 23 |
| sky130_fd_sc_hd__clkbuf_16 | 9 |
| sky130_fd_sc_hd__o21ai_0 | 15 |
| sky130_fd_sc_hd__nand3_1 | 5 |
| sky130_fd_sc_hd__dfrtp_1 | 11 |
| sky130_fd_sc_hd__edfxtp_1 | 72 |
| sky130_fd_sc_hd__clkdlybuf4s50_1 | 21 |
| sky130_fd_sc_hd__ha_1 | 8 |
| sky130_fd_sc_hd__nor2b_1 | 10 |
| sky130_fd_sc_hd__mux2_2 | 10 |
| sky130_fd_sc_hd__and2_1 | 55 |
| sky130_fd_sc_hd__fa_1 | 8 |
| sky130_fd_sc_hd__inv_1 | 13 |
| sky130_fd_sc_hd__mux2i_1 | 13 |
| sky130_fd_sc_hd__and3_1 | 12 |
| sky130_fd_sc_hd__nand2_1 | 29 |
| sky130_fd_sc_hd__dlxtn_1 | 12 |
| sky130_fd_sc_hd__a22oi_1 | 7 |
| sky130_fd_sc_hd__nand2b_1 | 4 |
[final cells by class]
type | count | area, um^2 | area share (%)
flip-flops and latches | 95 | 2620 | 52.0
multi-input cells | 226 | 1630 | 32.4
repair buffers | 24 | 233 | 4.62
clock buffers | 10 | 229 | 4.55
well taps | 180 | 225 | 4.48
inverters | 14 | 52.6 | 1.04
clock inverters | 4 | 43.8 | 0.870
[flip-flops by register name (all words and copies together) (netlist names)]
register,cells
uut5.reg00.Q,4
uut4.PS,3
uut4.adr,3
uut4.DA,1
uut4.w_rf,1
uut4.w_ram,1
uut3.o_read_data,8
uut5.reg01.Q,4
uut4.st_out,3
uut3.mem,64
uut4.NS,3
[worst max path at each step]
stage,startpoint,to,cells after the start
4_1_cts,uut5.reg01.Q[1],uut3.mem[5][6],14
5_1_grt,uut5.reg01.Q[1],uut3.mem[5][6],14
6_report,uut5.reg01.Q[1],uut3.mem[5][6],14
Power is estimated from default activity; no workload was simulated.
